[/design/flow/config.mk]
export PLATFORM = sky130hd
export DESIGN_NAME = Data_Dependency
export DESIGN_NICKNAME = Data_Dependency
export VERILOG_FILES = /design/flow/design.v
export SDC_FILE = /design/flow/constraint.sdc
export NUM_CORES = 4
export LEC_CHECK = 1
export CORE_UTILIZATION = 40
[/design/flow/constraint.sdc]
current_design Data_Dependency

set clk_period 1.8
set clk_io_pct 0.2

create_clock -name clk0 -period $clk_period [get_ports {clk}]

set non_clock_inputs [all_inputs -no_clocks]
set_input_delay [expr $clk_period * $clk_io_pct] -clock clk0 $non_clock_inputs
set_output_delay [expr $clk_period * $clk_io_pct] -clock clk0 [all_outputs]
[/design/flow/run.sh]
#!/bin/bash
# OpenROAD 26Q1-2900-gdf79404cd8, Yosys 0.63+post, stock flow scripts
make -C /OpenROAD-flow-scripts/flow DESIGN_CONFIG=/design/flow/config.mk WORK_HOME=/design/flow/orfs finish
[/design/flow/design.v]
`timescale 1ns / 1ps
module Data_Dependency(mux_sel_a,mux_sel_b,imm_sel,Imm,mem_en_dec,mem_rw_dec,mem_mux_sel_dec,RW_dec,op_dec,ins,clk,reset);
output  [7:0] Imm;
output reg [4:0] RW_dec, op_dec;
output [1:0] mux_sel_a, mux_sel_b;
output reg imm_sel, mem_en_dec, mem_rw_dec;
output mem_mux_sel_dec;
input [19:0] ins;
input clk, reset;
wire [4:0] op_dec_temp, t1_a, t1_b, t2, t3, t4, t;
wire  c_t2_t1_a, c_t3_t1_a, c_t4_t1_a, c_t2_t1_b, c_t3_t1_b, c_t4_t1_b, and2_a, and3_a, and2_b, and3_b;
wire c_and, unc_and, ld_and, imm_and, ld_st_and, a1,a2, ld_and_temp, a1_temp, a2_temp, imm_sel_temp, nor_temp;
wire [4:0] imm_temp;
wire [14:0] ext,ins_temp;
reg ld_and_r;
reg [4:0] t1_a_out, t1_b_out, t2_out, t3_out, t4_out,imm_reg;
assign op_dec_temp = (reset == 1'b0) ? 0 : ins[19:15];
assign imm_and = ((~ins[19]) & ins[18]);
assign ld_st_and = (ins[19] & (~ins[18]) & ins[17] & (~ins[16]));
assign a1_temp = (reset == 1'b0) ? 0 : a1;
assign a1 = (~mem_rw_dec) & ins[15];
assign a2_temp = (reset == 1'b0) ? 0 : a2;
assign a2 = (~mem_en_dec) & ld_st_and;
assign mem_mux_sel_dec = (~mem_rw_dec) & mem_en_dec;
assign imm_sel_temp = (reset == 1'b0) ? 0 : imm_and;
assign imm_temp = (reset == 1'b0) ? 0: ins[4:0];
assign c_and = (ins[19] & ins[18] & (~ins[17]) & (~ins[16]) & (~ins[15]));
assign unc_and = (ins[19] & ins[18] & ins[17]);
assign ld_and_temp = (reset == 1'b0) ? 0 : ld_and;
assign ld_and = (ins[19] & (~ins[18]) & ins[17] & (~ins[16]) & (~ins[15]) & (~ld_and_r));
assign nor_temp = ~(c_and | unc_and | ld_and_r);
assign ext = {15{nor_temp}};
assign ins_temp = ext & ins[14:0];
assign t1_a = (reset == 1'b0) ? 0 : ins_temp[9:5];
assign t1_b = (reset == 1'b0) ? 0 : ins_temp[4:0];
assign t = (reset == 1'b0) ? 0 : ins_temp[14:10];
assign t2 = (reset == 1'b0) ? 0 : RW_dec;
assign t3 = (reset == 1'b0) ? 0 : t2_out;
assign t4 = (reset == 1'b0) ? 0 : t3_out;
always @(posedge clk)
begin
	op_dec <= op_dec_temp;
	mem_rw_dec <= a1_temp;
	mem_en_dec <= a2_temp;
	imm_sel <= imm_sel_temp;
	imm_reg <= imm_temp;
	ld_and_r <= ld_and_temp;
	t1_a_out <= t1_a;
	t1_b_out <= t1_b;
	RW_dec <= t;
	t2_out <= t2;
	t3_out <= t3;
	t4_out <= t4;
end
assign Imm = {3'b000,imm_reg};
assign c_t2_t1_a = (t2_out == t1_a_out) ? 1 : 0;
assign c_t3_t1_a = (t3_out == t1_a_out) ? 1 : 0;
assign c_t4_t1_a = (t4_out == t1_a_out) ? 1 : 0;
assign c_t2_t1_b = (t2_out == t1_b_out) ? 1 : 0;
assign c_t3_t1_b = (t3_out == t1_b_out) ? 1 : 0;
assign c_t4_t1_b = (t4_out == t1_b_out) ? 1 : 0;
assign and2_a = (~c_t2_t1_a) & (c_t3_t1_a);
assign and3_a = (~c_t2_t1_a) & (~c_t3_t1_a) & c_t4_t1_a;
assign and2_b = (~c_t2_t1_b) & (c_t3_t1_b);
assign and3_b = (~c_t2_t1_b) & (~c_t3_t1_b) & c_t4_t1_b;
assign mux_sel_a[1] = and3_a | and2_a;
assign mux_sel_a[0] = and3_a | (c_t2_t1_a & (~and2_a));
assign mux_sel_b[1] = and3_b | and2_b;
assign mux_sel_b[0] = and3_b | (c_t2_t1_b & (~and2_b));
endmodule
==> qor.csv <==
metric;value;unit
CTS tree;done;
number of register bits inferred by synthesis;44;
violated checks;negative setup slack;
average footprint of a synthesized cell;11.0;um2
launch point of the worst reg-to-reg path;ld_and_r$_SDFF_PN0_;
worst clock skew;0.00509;ns
TritonCTS buffer count;5;
Tcrit/Tclk final;101;%
data required time of the worst path;1.44;ns
Post-Route WL;2.91;mm
total grt overflow;0;
reg-to-reg slack, setup;0.88;ns
ratio of total power to cell area;849;mW/mm2
Clock Tree Root;sky130_fd_sc_hd__clkbuf_8;
number of logged tool warnings;27;
IO Port Bufs;44;
register area share after synthesis;54.4;%
fin crit period;1.82;ns
post-detail-place hpwl;2.16;mm
Die Size;0.00431;mm2
slack of the critical path;-0.0225;ns
vias post-DR;1104;
detail-routed via count per cell;4.36;
number of violations of the max-capacitance limit;0;
average wire per standard cell;11.5;um
global routing usage summed across all routing layers;15.2;%
Max Buffers Root-to-Sink;2;
number of buffers inserted by hold repair at cts;0;
total power consumption of the routed design;1.97;mW
clk sink count;44;
antenna violations before repair;0;
first-pass iteration count of the detailed router;4;
share of final-layout standard cells stronger than drive strength 1;19.5;%
Horiz. Die Dim;65.6;um
kind of capture point of the worst setup path;output pin;
clock-pin transition on the worst setup and hold timing paths;0.07;ns
Max Freq;549;MHz
critical path launch point type;flop;
Synth Instances;147;
I/O Pins;48;
max-slew violation total from the final report;0;
post-route worst hold slack;0.428;ns
number of standard-cell rows in the floorplan;22;
# Cells Yosys;147;
FILL cells;314;
Late-Pin Clk Latency;0.28;ns
RSZ-0062 raised after global routing;true;
critical path endpoint;mux_sel_b[1];
vertical die dimension;65.6;um
residual DRC count;0;
placeable core area;0.00377;mm2
H-tree Lvls;2;
global-route wire length before repair;4.86;mm
maximum ir drop on the vdd rail;0.000622;V
arrival time worst endpoint;1.46;ns
number of global-route vias before repair;1076;
status;finished, violations left;
R2R Path End;t1_a_out[1]$_SDFF_PN0_;
count of distinct cell types in the synthesized netlist;20;
worst reg2reg path depth;3;
area of combinational cells with multiple inputs;748;um2
number of hold violations in the final report;0;
count of antenna diodes in the layout;0;
min-delay worst type;reg2reg;
maximum fanout along the worst path;3;
critical path startpoint;t1_b_out[2]$_SDFF_PN0_;
Area Overhead vs Synth;43.0;%
leakage component of the power;1.00;nW
Warnings, synthesis;1;
largest net degree at the start of global routing;14;
Sequential cell area;905;um2
count of nets left with antenna violations after detail routing;0;
yosys-reported design area after synthesis;0.00162;mm2
final setup fails;1;
final weighted congestion of routability-driven global placement;0.784;
class of the most critical setup path;reg2out;
number of DRC violations after detailed-routing iteration 0;32;
core utilization before placement;43.0;%
post-synthesis instance area;0.00162;mm2
-- critical path, cell delays in order (launching register included) --
cell and delay (ns):
sky130_fd_sc_hd__dfxtp_4 0.36, sky130_fd_sc_hd__xor2_1 0.14, sky130_fd_sc_hd__nor3_1 0.21, sky130_fd_sc_hd__nand3_1 0.12, sky130_fd_sc_hd__buf_4 0.15, sky130_fd_sc_hd__a21oi_2 0.11, sky130_fd_sc_hd__buf_2 0.09
-- per-stage QoR --
stage	instances	setup WS [ns]	setup TNS, ns	utilization, %	cell area (um2)
CTS	251	-0.0521	-0.0837	60.2	2270
global placement	241	-0.114	-0.183	56.6	2130
detailed placement	241	-0.108	-0.169	56.6	2130
global route	253	-0.121	-0.345	61.4	2320
finish	253	-0.0225	-0.0225	61.4	2320
floorplan	149	0.534	0	-	1630
-- layout by cell type, fill, tap and decap left out, drive strengths merged --
cell type / instances
nand3: 7
clkdlybuf4s50: 40
xnor2: 14
xor2: 16
inv: 1
nor3: 7
nor2: 3
and2: 35
and2b: 5
clkdlybuf4s15: 1
clkbuf: 7
o21bai: 1
a21oi: 2
buf: 13
nor2b: 3
dfxtp: 44
a31o: 1
a41o: 2
conb: 3
-- routing by layer --
layer  vias up  track usage, %  wire length (um)
met4         0            2.45                37
met1       494            21.0              1310
met2        30            24.0              1360
met3         5            5.46               206
met5         -               0                 0
li1        575               -                 -
-- cell type report --
type                    instances  area share, %
repair buffers                 54           21.8
inverters                       1          0.162
flip-flops and latches         44           39.0
well taps                      48           2.59
clock buffers                   7           4.16
multi-input cells              99           32.3
-- timing repair --
item,CTS,global route
pin swaps,12,6
gates resized,26,7
endpoints found under the setup margin,4,4
endpoints found under the hold margin,0,0
buffers inserted,4,2
-- worst min-delay path by stage --
stage | cells after the start | slack [ns] | start | endpoint
after CTS | 1 | 0.43 | mem_en_dec$_SDFF_PN0_ | mem_en_dec$_SDFF_PN0_
after global routing | 1 | 0.46 | mem_en_dec$_SDFF_PN0_ | mem_en_dec$_SDFF_PN0_
final | 1 | 0.43 | mem_en_dec$_SDFF_PN0_ | mem_en_dec$_SDFF_PN0_
-- cells in the mapped netlist, drive strengths merged --
| cell type | number | share of area [%] |
|---|---|---|
| nor2b | 3 | 1.2 |
| buf | 3 | 1.4 |
| nor2 | 3 | 1.7 |
| xor2 | 16 | 8.6 |
| xnor2 | 14 | 7.6 |
| o21bai | 1 | 0.46 |
| a41o | 2 | 1.2 |
| and2 | 35 | 14 |
| clkbuf | 2 | 0.54 |
| and2b | 5 | 2.3 |
| inv | 1 | 0.23 |
| nand3 | 7 | 2.2 |
| dfxtp | 44 | 54 |
| nor3 | 7 | 2.8 |
| a31o | 1 | 1.1 |
| a21oi | 2 | 0.62 |
| conb | 1 | 0.23 |
-- power breakdown --
part	switching [mW]	internal [mW]
sequential	0.0338	1.02
combinational	0.0903	0.192
clock	0.293	0.341
total	0.417	1.55
-- kinds of logic (layout without fill, tap and decap cells) --
| group | Yosys count | in the layout | share of synthesized area [%] |
|---|---|---|---|
| AND/OR/NAND/NOR | 60 | 60 | 23.6 |
| flip-flops | 44 | 44 | 54.4 |
| XOR/XNOR | 30 | 30 | 16.2 |
| AND-OR/OR-AND | 6 | 6 | 3.40 |
| buffers and inverters | 6 | 62 | 2.16 |
| other | 1 | 3 | 0.231 |
Power and IR drop assume default switching activity.
